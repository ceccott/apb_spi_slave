$ cat /design/flow/design.v
module spi_slave_cmd_parser (
    input  logic [7:0] cmd,
    output logic       get_addr,
    output logic       get_data,
    output logic       send_data,
    output logic       enable_cont,
    output logic       enable_regs,
    output logic       wait_dummy,
    output logic [1:0] reg_sel
);
  always_comb begin
    get_addr    = 0;
    get_data    = 0;
    send_data   = 0;
    enable_cont = 0;
    enable_regs = 1'b0;
    wait_dummy  = 0;
    reg_sel     = 2'b00;
    case (cmd)
      8'h2: begin
        get_addr    = 1;
        get_data    = 1;
        send_data   = 0;
        enable_cont = 1'b1;
        enable_regs = 1'b0;
        wait_dummy  = 0;
        reg_sel     = 2'b00;
      end
      8'h7: begin
        get_addr    = 0;
        get_data    = 0;
        send_data   = 1;
        enable_cont = 0;
        enable_regs = 1'b1;
        wait_dummy  = 0;
        reg_sel     = 2'b00;
      end
      8'hB: begin
        get_addr    = 1;
        get_data    = 0;
        send_data   = 1;
        enable_cont = 1'b1;
        enable_regs = 1'b0;
        wait_dummy  = 1;
        reg_sel     = 2'b00;
      end
      8'h11: begin
        get_addr    = 1'b0;
        get_data    = 1'b1;
        send_data   = 1'b0;
        enable_cont = 1'b0;
        enable_regs = 1'b1;
        wait_dummy  = 1'b0;
        reg_sel     = 2'b00;
      end
      8'h20: begin
        get_addr    = 1'b0;
        get_data    = 1'b1;
        send_data   = 1'b0;
        enable_cont = 1'b0;
        enable_regs = 1'b1;
        wait_dummy  = 1'b0;
        reg_sel     = 2'b01;
      end
      8'h21: begin
        get_addr    = 1'b0;
        get_data    = 1'b0;
        send_data   = 1'b1;
        enable_cont = 1'b0;
        enable_regs = 1'b1;
        wait_dummy  = 1'b0;
        reg_sel     = 2'b01;
      end
      8'h30: begin
        get_addr    = 1'b0;
        get_data    = 1'b1;
        send_data   = 1'b0;
        enable_cont = 1'b0;
        enable_regs = 1'b1;
        wait_dummy  = 1'b0;
        reg_sel     = 2'b10;
      end
      8'h31: begin
        get_addr    = 1'b0;
        get_data    = 1'b0;
        send_data   = 1'b1;
        enable_cont = 1'b0;
        enable_regs = 1'b1;
        wait_dummy  = 1'b0;
        reg_sel     = 2'b10;
      end
      default: begin
        get_addr    = 0;
        get_data    = 1'b0;
        send_data   = 0;
        enable_cont = 0;
        enable_regs = 1'b0;
        wait_dummy  = 0;
        reg_sel     = 2'b00;
      end
    endcase
  end
endmodule
module spi_slave_controller #(
  parameter DUMMY_CYCLES = 8'h7,
  parameter ADDR_WIDTH = 12,
  parameter DATA_WIDTH = 4'h8,
  localparam RX_DATA_WIDTH = (DATA_WIDTH >= ADDR_WIDTH) ? DATA_WIDTH : ADDR_WIDTH
) (
    input  logic        sclk,
    input  logic        sys_rstn,
    input  logic        cs,
    output logic [ 7:0] rx_counter,
    output logic        rx_counter_upd,
    input  logic [RX_DATA_WIDTH-1:0] rx_data,
    input  logic        rx_data_valid,
    output logic [ 7:0] tx_counter,
    output logic        tx_counter_upd,
    output logic [DATA_WIDTH-1:0] tx_data,
    output logic        tx_data_valid,
    input  logic        tx_done,
    output logic        ctrl_rd_wr,
    output logic [ADDR_WIDTH-1:0] ctrl_addr,
    output logic        ctrl_addr_valid,
    output logic [DATA_WIDTH-1:0] ctrl_data_rx,
    output logic        ctrl_data_rx_valid,
    input  logic [DATA_WIDTH-1:0] ctrl_data_tx,
    output logic        ctrl_data_tx_ready,
    output logic [15:0] wrap_length
);
  enum logic [2:0] {
    CMD,
    ADDR,
    DATA_TX,
    DATA_RX,
    DUMMY
  }
      state, state_next;
  logic [         7:0] command;
  logic                decode_cmd_comb;
  logic [ADDR_WIDTH-1:0] addr_reg;
  logic [         7:0] cmd_reg;
  logic                sample_ADDR;
  logic                sample_CMD;
  logic                get_addr;
  logic                wait_dummy;
  logic                get_data;
  logic                send_data;
  logic                enable_cont;
  logic                enable_regs;
  logic [         1:0] reg_sel;
  logic [DATA_WIDTH-1:0] reg_data;
  logic                reg_valid;
  logic                ctrl_data_tx_ready_next;
  logic [         7:0] tx_counter_next;
  logic                tx_counter_upd_next;
  logic                tx_data_valid_next;
  logic                tx_done_reg;
  logic [         7:0] s_dummy_cycles;
  assign command = decode_cmd_comb ? rx_data[7:0] : cmd_reg;
  spi_slave_cmd_parser u_cmd_parser (
      .cmd        (command),       
      .get_addr   (get_addr),      
      .get_data   (get_data),      
      .send_data  (send_data),     
      .wait_dummy (wait_dummy),    
      .enable_cont(enable_cont),   
      .enable_regs(enable_regs),   
      .reg_sel    (reg_sel)        
  );
  spi_slave_regs #(
      .REG_SIZE(DATA_WIDTH),
      .DUMMY_CYCLES(DUMMY_CYCLES)
  ) u_spiregs (
      .sclk(sclk),
      .rstn(sys_rstn),
      .wr_data(rx_data[DATA_WIDTH-1:0]),
      .wr_addr(reg_sel),
      .wr_data_valid(reg_valid),
      .rd_data(reg_data),
      .rd_addr(reg_sel),
      .dummy_cycles(s_dummy_cycles),
      .wrap_length(wrap_length)
  );
  always_comb begin
    rx_counter              = DATA_WIDTH-1;
    rx_counter_upd          = 0;
    tx_counter_next         = DATA_WIDTH-1;
    tx_counter_upd_next     = 0;
    decode_cmd_comb         = 1'b0;
    sample_ADDR             = 1'b0;
    sample_CMD              = 1'b0;
    ctrl_data_rx_valid      = 1'b0;
    ctrl_data_tx_ready_next = 1'b0;
    reg_valid               = 1'b0;
    tx_data_valid_next      = 1'b0;
    state_next              = state;
    case (state)
      CMD: begin
        decode_cmd_comb = 1'b1;
        ctrl_data_tx_ready_next = 1'b1;   
        if (rx_data_valid) begin
          sample_CMD = 1'b1;
          if (get_addr) begin
            state_next     = ADDR;
            rx_counter_upd = 1;
            rx_counter     = ADDR_WIDTH-1;
          end else if (get_data) begin
            state_next     = DATA_RX;
            rx_counter_upd = 1;
            if (enable_regs) rx_counter = DATA_WIDTH-1;
            else rx_counter = DATA_WIDTH-1;
          end else begin
            state_next          = DATA_TX;
            tx_counter_upd_next = 1;
            tx_data_valid_next  = 1'b1;
            tx_counter_next     = DATA_WIDTH-1;
            if (~enable_regs) ctrl_data_tx_ready_next = 1'b1;
          end
        end else begin
          state_next = CMD;
        end
      end
      ADDR: begin
        ctrl_data_tx_ready_next = 1'b1;
        if (rx_data_valid) begin
          sample_ADDR = 1'b1;
          if (wait_dummy) begin
            state_next     = DUMMY;
            rx_counter     = s_dummy_cycles;
            rx_counter_upd = 1;
          end else begin
            state_next     = DATA_RX;
            rx_counter_upd = 1;
            rx_counter     = DATA_WIDTH-1;
          end
        end else begin
          state_next = ADDR;
        end
      end
      DUMMY: begin
        if (rx_data_valid) begin
          state_next          = DATA_TX;
          tx_counter_next     = DATA_WIDTH-1;
          tx_counter_upd_next = 1;
          tx_data_valid_next  = 1'b1;
          if (~enable_regs) ctrl_data_tx_ready_next = 1'b1;
        end else begin
          state_next = DUMMY;
        end
      end
      DATA_RX: begin
        if (rx_data_valid) begin
          if (enable_regs) reg_valid = 1'b1;
          else ctrl_data_rx_valid = 1'b1;
          if (enable_cont) begin
            state_next     = DATA_RX;
            rx_counter     = DATA_WIDTH-1;
            rx_counter_upd = 1;
          end else begin
            state_next     = CMD;
            rx_counter     = DATA_WIDTH-1;
            rx_counter_upd = 1;
          end
        end else begin
          state_next = DATA_RX;
        end
      end
      DATA_TX: begin
        if (tx_done_reg) begin
          if (enable_cont) begin
            state_next          = DATA_TX;
            tx_counter_next     = DATA_WIDTH-1;
            tx_counter_upd_next = 1;
            tx_data_valid_next  = 1'b1;
            if (~enable_regs) ctrl_data_tx_ready_next = 1'b1;
          end else begin
            state_next     = CMD;
            rx_counter     = DATA_WIDTH-1;
            rx_counter_upd = 1;
          end
        end else begin
          state_next = DATA_TX;
        end
      end
      default: begin
        state_next = state;
      end
    endcase
  end
  always @(posedge sclk or posedge cs) begin
    if (cs == 1'b1) begin
      state <= CMD;
    end else begin
      state <= state_next;
    end
  end
  always @(posedge sclk or posedge cs) begin
    if (cs == 1'b1) begin
      addr_reg           <= 'h0;
      cmd_reg            <= 'h0;
      tx_done_reg        <= 1'b0;
      ctrl_addr_valid    <= 1'b0;
      tx_counter_upd     <= 1'b0;
      tx_data_valid      <= 1'b0;
      ctrl_data_tx_ready <= 1'b0;
      tx_counter         <= 'h0;
      tx_data            <= 'h0;
    end else begin
      if (sample_ADDR) addr_reg <= rx_data[ADDR_WIDTH-1:0];
      if (sample_CMD) cmd_reg <= rx_data[7:0];
      ctrl_addr_valid    <= sample_ADDR;
      tx_counter_upd     <= tx_counter_upd_next;
      tx_counter         <= tx_counter_next;
      tx_data_valid      <= tx_data_valid_next;
      tx_done_reg        <= tx_done;
      ctrl_data_tx_ready <= ctrl_data_tx_ready_next;
      tx_data            <= (enable_regs) ? reg_data : ctrl_data_tx;
    end
  end
  assign ctrl_data_rx = rx_data;
  assign ctrl_addr    = addr_reg;
  assign ctrl_rd_wr   = send_data;
endmodule
module spi_slave_regs #(
    parameter REG_SIZE = 8,
    parameter DUMMY_CYCLES = 8'h7
) (
    input  logic                sclk,
    input  logic                rstn,
    input  logic [REG_SIZE-1:0] wr_data,
    input  logic [         1:0] wr_addr,
    input  logic                wr_data_valid,
    output logic [REG_SIZE-1:0] rd_data,
    input  logic [         1:0] rd_addr,
    output logic [         7:0] dummy_cycles,
    output logic [        15:0] wrap_length
);
  logic [REG_SIZE-1:0] reg0;   
  logic [REG_SIZE-1:0] reg1;   
  logic [REG_SIZE-1:0] reg2;   
  assign dummy_cycles = reg0;
  assign wrap_length  = {reg2, reg1};
  always_comb begin
    rd_data = reg0;
    case (rd_addr)
      2'b00: rd_data = reg0;
      2'b01: rd_data = reg1;
      2'b10: rd_data = reg2;
      default: begin
      end
    endcase
  end
  always @(posedge sclk or negedge rstn) begin
    if (rstn == 0) begin
      reg0 <= DUMMY_CYCLES;
      reg1 <= 'h0;
      reg2 <= 'h0;
    end else begin
      if (wr_data_valid) begin
        case (wr_addr)
          2'b00: reg0 <= wr_data;
          2'b01: reg1 <= wr_data;
          2'b10: reg2 <= wr_data;
          default: begin
          end
        endcase
      end
    end
  end
endmodule
$ cat /design/flow/run.sh
#!/bin/bash
# OpenROAD 26Q1-2900-gdf79404cd8, Yosys 0.63+post, stock flow scripts
make -C /OpenROAD-flow-scripts/flow DESIGN_CONFIG=/design/flow/config.mk WORK_HOME=/design/flow/orfs finish
$ cat /design/flow/config.mk
export PLATFORM = sky130hd
export DESIGN_NAME = spi_slave_controller
export DESIGN_NICKNAME = spi_slave_controller
export VERILOG_FILES = /design/flow/design.v
export SDC_FILE = /design/flow/constraint.sdc
export NUM_CORES = 4
export LEC_CHECK = 1
export CORE_UTILIZATION = 30
$ cat /design/flow/constraint.sdc
current_design spi_slave_controller

set clk_period 3.9
set clk_io_pct 0.2

create_clock -name clk0 -period $clk_period [get_ports {sclk}]

set non_clock_inputs [all_inputs -no_clocks]
set_input_delay [expr $clk_period * $clk_io_pct] -clock clk0 $non_clock_inputs
set_output_delay [expr $clk_period * $clk_io_pct] -clock clk0 [all_outputs]
==> summary.txt <==
impl run done, here's what came out: Pleak 1.941 nW, asr flop ratio synth 1.000, total CTS buffers 9, YS warnings 3, Internal roughly 0.0015 W, Synth mux share 0.2045, Hold-fix buffers, CTS 0, drt first pass iters 4, Yosys Chip Area 3120 µm², main flop type dfrtp_1, PD cells 494.7 nW/µm², period utilization 0.9556, CP required 3120 ps, gr ovfl total 0, cell breakdown of the critical path clkdlybuf4s50_1 -> or4b_1 -> o22ai_2 -> o31a_1 -> a21oi_1 -> o221ai_1 -> clkdlybuf4s50_1, clk slew on worst S/H paths 80 ps, ao+oa area frac 0.1083, Log Warnings 27, HP Class flip-flop to flip-flop, CTS tree done, final hold vios 0, Post-Route WL 8178 µm, dpl ws -41.37 ps, overall routing resource usage 0.1589, Tightest Pin Transition 506.9 ps, most frequent logic cell in the layout clkdlybuf4s50_1, Clk pwr share 0.298, Area Overhead vs Synth 41.86%, unrepaired setup endpoints after global routing no, max frequency 268.3 MHz, simple-gate share of the synthesized area 0.09503, dominant logic cell types in the final layout clkdlybuf4s50_1 (84), dfrtp_1 (58), mux2_2 (53), sequential group share of total power 0.394, area leader, netlist dfrtp_1, Post-synth EDFFs 0, ys flops about 62, CP peak stage delay 560 ps, vias in the first global route about 2300, setup TNS 0 ps, Post-DP HPWL 5815 µm, die height 104.0 µm, Final Slew Violations 0, combinational fraction of design power 0.307, skew final 12.71 ps, IO Port Bufs 86, I/O Pins approximately 92, cell mode on critical path clkdlybuf4s50_1, Synth Seq Share 0.4988, Iter 0 DRT Violations 137, die span in x 104.0 µm, Latency at later pin approximately 350 ps, max-cap violation count 0, Peak VDD IR between 0.0002 and 0.00025 V, yosys xor share 0.005613, startpoint types input port, # rows 36, layout cell share with drive strength beyond 1 0.2900, comb. cell area 1368 µm², gpl congestion 0.8979, htree depth 3, Slowest cell on crit path or4b_1, vias per cell 4.815, Dominant combinational family multiplexers, final setup fails 0, clk root buf clkbuf_8, clk sinks 62, initial antenna violation count 0, Rel. slew slack 0.6573, Flop area 1556 µm², Core ar. 9910 µm², number of flip-flops under the largest register name 12, outcome complete, no violations, FP Core Util 0.3149, via count about 2400, WHS 507.1 ps, crit path DAT 2950 ps, Adder Share, Synth 0.01203, WS Path Type input port to output pin, clock tree buffer depth 2, first-pass GRT wire length 13080 µm, post-synthesis instance total 268, cell count listed in synth_stat.txt 268, Top cells by area dfrtp_1 (47%), mux2_2 (19%), buf_4 (3.8%), dfstp_2 (3.4%), a22oi_1 (2.9%), Core Util, Final 0.4467, fin crit period 3727 ps, fill count 930, post-route ant nets 0, Crit. End Element output pin, Critical Path Fanout Max 2, # DRC 0, Sw Ratio 0.2942, largest net degree at the start of global routing 39, Antenna Cells 0, Avg WL per Cell 16.29 µm, worst setup margin 173.1 ps, Mean Syn Cell Area approximately 12 µm², top area contributor share 0.4651, synthesized area ~3100 µm², NetSw about 0.00064 W, Chip Area 10810 µm², Cell Type Count 47
==> power by group through the flow <==
| stage | sequential (W) | combinational [W] | clock (W) |
|---|---|---|---|
| final | 0.000863 | 0.000673 | 0.000654 |
| after global routing | 0.000882 | 0.000743 | 0.000707 |
| after CTS | 0.000862 | 0.000671 | 0.000676 |
==> metrics by stage <==
| step | power [W] | area (µm²) | cells |
|---|---|---|---|
| after CTS | 0.002209 | 4409 | 502 |
| final | 0.002190 | 4427 | 502 |
| after floorplan | 0.001226 | 3136 | 272 |
| after detailed placement | 0.001533 | 4167 | 485 |
| after global routing | 0.002332 | 4427 | 502 |
| after global placement | 0.001525 | 4167 | 485 |
==> path summary, 6_finish.rpt <==
path | startpoint | endpoint | slack [ps] | cells after the start
setup reg to reg | state[0] | tx_data[2] | 990 | 9
setup / recovery | rx_data[2] | rx_counter_upd | 170 | 7
hold reg to reg | addr_reg[5] | addr_reg[5] | 510 | 1
min in group asynchronous | sys_rstn | u_spiregs.reg2[4] | 780 | 2
hold / removal | addr_reg[5] | addr_reg[5] | 510 | 1
max in group asynchronous | cs | state[0] | 2670 | 3
==> cells by family (layout without fill, tap and decap cells) <==
logic type	Yosys count	after routing
AND-OR/OR-AND	50	50
XOR/XNOR	2	2
adder cells (fa/ha/maj)	3	3
buffers and inverters	42	139
flip-flops	62	62
multiplexers	57	57
other	2	6
AND/OR/NAND/NOR	50	50
==> critical path, delay by kind of cell <==
family	cells	cell delay [ps]
buffers and inverters	2	960
and+or+nand+nor	1	560
AOI/OAI and AO/OA	4	640
==> final cells by class <==
| type | instances | share of cell area |
|---|---|---|
| tap | 133 | 0.03759 |
| sequential | 62 | 0.3516 |
| clock inverter | 6 | 0.02092 |
| inverter | 10 | 0.008479 |
| multi-input combinational | 168 | 0.3089 |
| clock buffer | 10 | 0.03109 |
| timing repair buffer | 113 | 0.2414 |
==> layer usage <==
layer | global-route usage | vias up | share of wire
li1 | - | 1139 | -
met1 | 0.2556 | 1179 | 0.49
met2 | 0.2300 | 87 | 0.44
met3 | 0.03446 | 12 | 0.062
met4 | 0.02041 | 0 | 0.016
met5 | 0 | - | 0
==> synth_stat cells, drive strengths merged (2+ instances only) <==
cell and instances:
ha 3, o211ai 2, nand4 2, nand3 2
buf 22, dfstp 4, o22ai 4, a211o 2
mux2 54, or3 3, dfrtp 58, inv 10
nor3 3, o21ai 11, a21oi 10, clkbuf 10
xnor2 2, nand2b 2, conb 2, and3 6
a22oi 12, nand2 9, o221ai 2, nor2 13
mux2i 3
==> what timing repair did <==
action	in CTS	in global routing
pin swaps	0	2
setup buffers	1	0
hold endpoints to repair	0	0
endpoints found under the setup margin	4	10
gates resized	1	5
Power and IR drop assume default switching activity.
