$ cat ./run.sh
#!/bin/bash
# OpenROAD 26Q1-2900-gdf79404cd8, Yosys 0.63+post, stock flow scripts
make -C /OpenROAD-flow-scripts/flow DESIGN_CONFIG=/design/flow/config.mk WORK_HOME=/design/flow/orfs finish
$ cat ./config.mk
export PLATFORM = sky130hd
export DESIGN_NAME = spi_slave_apb_plug
export DESIGN_NICKNAME = spi_slave_apb_plug
export VERILOG_FILES = /design/flow/design.v
export SDC_FILE = /design/flow/constraint.sdc
export NUM_CORES = 4
export LEC_CHECK = 1
export CORE_UTILIZATION = 30
$ cat ./constraint.sdc
current_design spi_slave_apb_plug

set clk_period 5.9
set clk_io_pct 0.2

create_clock -name clk0 -period $clk_period [get_ports {pclk}]

set non_clock_inputs [all_inputs -no_clocks]
set_input_delay [expr $clk_period * $clk_io_pct] -clock clk0 $non_clock_inputs
set_output_delay [expr $clk_period * $clk_io_pct] -clock clk0 [all_outputs]
$ cat ./design.v
module spi_slave_apb_plug #(
    parameter unsigned APB_ADDR_WIDTH = 32,
    parameter unsigned APB_DATA_WIDTH = 32
) (
    input  logic                  pclk,
    input  logic                  presetn,
    output logic                  psel,
    output logic                  penable,
    output logic [APB_ADDR_WIDTH-1:0] paddr,
    output logic                  pwrite,
    output logic [APB_DATA_WIDTH-1:0] pwdata,
    input  logic [APB_DATA_WIDTH-1:0] prdata,
    input  logic                  pready,
    input  logic [APB_ADDR_WIDTH-1:0] rxtx_addr,
    input  logic                  rxtx_addr_valid,
    input  logic                  start_tx,
    input  logic                  cs,
    output logic [APB_DATA_WIDTH-1:0] tx_data,
    output logic                 tx_valid,
    input  logic                 tx_ready,
    input  logic [APB_DATA_WIDTH-1:0] rx_data,
    input  logic                 rx_valid,
    output logic                 rx_ready,
    input  logic [15:0]          wrap_length
);
  typedef enum logic [1:0] {IDLE, SETUP, ENABLE, TXRESP} apb_state_e;
  apb_state_e state, next_state;
  logic [APB_ADDR_WIDTH-1:0] curr_addr, next_addr;
  logic [15:0]               tx_counter;
  logic [15:0]               wrap_length_t;
  logic                      curr_rxtx_state;  
  logic                      rxtx_state;  
  logic sample_rxtx_state, sample_rx, sample_tx;
  localparam logic WRITING = 1'b1;
  localparam logic READING = 1'b0;
  assign wrap_length_t = (wrap_length == 0) ? 16'h1 : wrap_length;
  always_ff @(posedge pclk or negedge presetn) begin
    if (!presetn) begin
      state <= IDLE;
      curr_addr <= '0;
      curr_rxtx_state <= READING;
    end else begin
      state <= next_state;
      if (rxtx_addr_valid)
        curr_addr <= rxtx_addr;
      else if ((state == ENABLE) && pready)
        curr_addr <= next_addr;
      if (sample_rxtx_state)
        curr_rxtx_state <= rxtx_state;
    end
  end
  always_ff @(posedge pclk or negedge presetn) begin
    if (!presetn) tx_counter <= 0;
    else if (start_tx || rx_valid) tx_counter <= 0;
    else if ((state == ENABLE) && pready) begin
      if (tx_counter == wrap_length_t - 1)
        tx_counter <= 0;
      else
        tx_counter <= tx_counter + 1;
    end
  end
  always_comb begin
    next_addr = curr_addr;
    if (tx_counter == wrap_length_t - 1)
      next_addr = rxtx_addr;
    else
      next_addr = curr_addr + 1;
  end
  always_comb begin
    next_state = state;
    rxtx_state = READING;
    psel   = 1'b0;
    penable = 1'b0;
    pwrite  = 1'b0;
    paddr   = curr_addr;
    pwdata  = rx_data;
    rx_ready  = 1'b0;
    tx_valid  = 1'b0;
    tx_data   = prdata;
    sample_rx = 1'b0;
    sample_tx = 1'b0;
    sample_rxtx_state = 1'b0;
    case (state)
      IDLE: begin
        rxtx_state = READING;
        if (rx_valid) begin
          sample_rxtx_state = 1'b1;
          rxtx_state = WRITING;
          rx_ready = 1'b1;
          next_state = SETUP;
        end else if (start_tx && !cs) begin
          sample_rxtx_state = 1'b1;
          rxtx_state = READING;
          next_state = SETUP;
        end
      end
      SETUP: begin
        psel = 1'b1;
        pwrite = (curr_rxtx_state == WRITING);
        next_state = ENABLE;
      end
      ENABLE: begin
        psel = 1'b1;
        penable = 1'b1;
        pwrite = (curr_rxtx_state == WRITING);
        if (pready) begin
          if (curr_rxtx_state == READING) begin
            tx_valid = 1'b1;
            next_state = TXRESP;
          end else if (tx_counter == wrap_length_t - 1 || cs)
            next_state = IDLE;
          else
            next_state = SETUP;
        end
      end
      TXRESP: begin
        tx_valid = 1'b1;
        if (tx_ready) begin
          if (tx_counter == wrap_length_t - 1 || cs)
            next_state = IDLE;
          else
            next_state = SETUP;
        end
      end
      default: begin
        next_state = IDLE;
        rxtx_state = READING;
      end
    endcase
  end
endmodule
==> impl_metrics.ini <==
; physical design summary
[outcome]
outcome = finished, final reports clean

[drt]
drcViolationCount = 0
drt-initial-drc-count = 311
ant_nets = 0
post_drt_via_cell_ratio = 5.410
n_antenna_cell = 0
wl_per_cell_um = 15.71
routed_wl_um = 11240
drt_pass1_iterations = 5
route.vias.total = 3868

[synthesis]
ys_area_sq_mm = 0.004273
synth_area_sq_mm = 0.004273
ys_seq_frac = 0.3107
ys_sh_adder = 0.008785
syn_inst = 516
syn_avg_cell_area_sq_um = 8.281
aoi_share = 0.2141
logic_family = simple AND/OR/NAND/NOR gates
synth_flops = 53
synth_warnings = 1
top_cell_area_share = 0.3045
ys_sh_simple = 0.2442
synth-main-ff-cell = dfrtp_1
xor_area_frac = 0.07174
edf_count = 0
yosys-top-cells-count = buf_4, dfrtp_1, nand2_1
async_flop_share = 1.000
ys_sh_mux = 0.002343
yosysCellCount = 516
ys_types = 69
topCellsByArea = dfrtp_1, buf_4, xor2_1
synth_top_cell_by_count = buf_4
synth_area_leader_cell = dfrtp_1

[critical_path]
rrSetupSlack_ns = 2.74
arrival_ns = 5.42
critPathMaxStageDelay_ns = 0.70
r2r_cells = 8
worst_r2r_startpoint = tx_counter[11]
start_kind = input pin
end_kind = flop
critPathMaxFanout = 12
required_ns = 6.06
critPathKind = input pin to flop
cp_slowest_cell = nor3b_1
path_cells = clkdlybuf4s50_1 -> or4_1 -> nor3_4 -> a21oi_1 -> ha_1 -> nor3b_1 -> nand2_1 -> xnor2_1 -> a2111oi_0 -> buf_4 -> and3_1 -> a21oi_1 -> nand2_1 -> o21ai_1
reg2reg_to = curr_addr[17]

[power]
power.switching_mw = 0.3273
seqPwrFrac = 0.433
power_mw = 1.063
swShare = 0.3078
leakagePower_nw = 1.851
pwr_density_cell_mw_per_mm2 = 211.6
p_comb_frac = 0.286
p_int_mw = 0.7360
vdd_drop_max_v = 0.00009808
clkPwrFrac = 0.281

[timing]
rsz0062_at_grt = false
max_freq_mhz = 190.2
fin_setup_tns_ns = 0
max-slew-margin-rel = 0.4280
period_used_share = 0.8913
setup_viol = 0
finalHoldViolations = 0
fin_crit_ns = 5.259
worst_pin_slew_ns = 0.8549
slew_violations = 0
fin_worst_skew_ns = 0.008411
holdWs_ns = 0.4876

[final_layout]
drive_gt1_frac = 0.06355
area_delta_synth_final_pct = 17.60
post-route-cell-area_sq_mm = 0.005025
regArea_sq_mm = 0.001328
comb_area_sq_mm = 0.002312
num-fill-cells = 1413
fin_cells = 715

[hold_path]
min_to = state[0]
min_from = state[0]
min_path_cells = 2
hold_path.class = flop to flop

[cts]
ctsHoldBuffers = 0
htreeDepth = 2
clockBufferDepth = 2
path_clk_slew_ns = 0.07
insertion_delay_ns = 0.29
post_cts_resized = 0
cts_sinks = 53
cts_tree = built
cts_root_buffer = clkbuf_16
numCtsBuffers = 5
post_cts_buffers = 0

[global_routing]
antenna_found_initial = 0
track_usage = 0.1583
grt_max_degree = 54
grt_pass1_wl_um = 18290
grt_pass1_vias = 3654
grt-ovfl-total = 0

[die]
rows = 43
die_h_um = 121.3
chipArea_sq_mm = 0.01472
ios = 221
die_x_um = 121.3
core_area_sq_mm = 0.01388
initial_core_util = 0.3078

[flow_run]
cap_violations = 0
warnings = 25

[placement]
dp_hpwl_um = 8462
io_buffers = 92
placed_cell_area_sq_mm = 0.004878
gp_congestion = 0.9404
place_inst = 707
==> worst max-delay path by stage <==
stage | from | end | slack (ns) | cells after the start
after CTS | wrap_length[10] | curr_addr[17] | 0.70 | 14
after global routing | wrap_length[9] | tx_counter[7] | 0.25 | 14
final | wrap_length[9] | tx_counter[15] | 0.64 | 14
==> cells in the final DEF (no fill, tap or decap), types with 3 or more instances in the layout <==
cell | Yosys | final
o21ai_1 | 20 | 20
nand3_1 | 29 | 29
nand2b_1 | 4 | 4
dfrtp_1 | 52 | 52
o22ai_1 | 5 | 5
buf_4 | 66 | 9
clkbuf_16 | 0 | 5
nor2_1 | 27 | 27
a211oi_1 | 6 | 6
and2_1 | 6 | 6
and3_1 | 7 | 7
nor4_1 | 4 | 4
a311oi_1 | 3 | 3
ha_1 | 3 | 3
or4_1 | 10 | 10
or3_1 | 7 | 7
and4_1 | 4 | 4
inv_1 | 8 | 8
nand4_1 | 8 | 8
xor2_1 | 23 | 23
a311o_1 | 4 | 4
a221o_1 | 7 | 7
or2_2 | 3 | 3
o31ai_1 | 10 | 10
nor3b_1 | 3 | 3
nand2_1 | 49 | 49
xnor2_1 | 12 | 12
a31oi_1 | 3 | 3
nor3_1 | 20 | 20
o211a_1 | 3 | 3
clkdlybuf4s50_1 | 0 | 91
o21ai_0 | 14 | 14
a21oi_1 | 25 | 25
==> critical path: cells and delay by family <==
family                   cells  cell delay (ns)
XOR/XNOR                     1             0.15
buffers and inverters        2             0.81
adder cells (fa/ha/maj)      1             0.23
AND-OR/OR-AND                4             1.03
AND/OR/NAND/NOR              6             1.99
==> power by group through the flow <==
stage	Combinational (mW)	Clock (mW)	Sequential (mW)
6_report	0.304	0.299	0.460
5_1_grt	0.337	0.321	0.470
4_1_cts	0.308	0.310	0.460
==> per-layer routing <==
layer,track usage,vias to the layer above,share of wire
met5,0,-,0
met4,0.02778,0,0.012
met3,0.03935,26,0.083
met2,0.2528,170,0.47
met1,0.2211,1801,0.43
li1,-,1871,-
==> through the flow <==
step	setup WS (ns)	util
final	0.6413	0.3620
after global routing	0.2459	0.3620
after CTS	0.6968	0.3620
after detailed placement	0.3718	0.3515
after global placement	0.5034	0.3515
after floorplan	1.230	-
==> state kept, by name (all words and copies together), names as in the netlist <==
signal           cells
state                4
curr_addr           32
tx_counter          16
curr_rxtx_state      1
==> cell families (layout without fill, tap and decap cells) <==
group | Yosys count | in the layout
AND-OR/OR-AND | 132 | 132
XOR/XNOR | 35 | 35
adder cells (fa/ha/maj) | 3 | 3
buffers and inverters | 98 | 117
flip-flops | 53 | 53
multiplexers | 1 | 1
AND/OR/NAND/NOR | 194 | 194
==> cell type report <==
cell class,count,share of cell area
multi-input combinational,365,0.4602
tap,180,0.04482
timing repair buffer,101,0.1957
inverter,8,0.005976
clock buffer,5,0.02490
clock inverter,3,0.004233
sequential,53,0.2642
No activity file was given, so power comes from the tool's default toggle rates.
